===== design/flow/config.mk =====
export PLATFORM = sky130hd
export DESIGN_NAME = counter
export DESIGN_NICKNAME = counter
export VERILOG_FILES = /design/flow/design.v
export SDC_FILE = /design/flow/constraint.sdc
export NUM_CORES = 4
export LEC_CHECK = 1
export CORE_AREA = 10 10 70 70
export DIE_AREA = 0 0 80 80

===== design/flow/constraint.sdc =====
current_design counter

set clk_period 2.8
set clk_io_pct 0.2

create_clock -name clk0 -period $clk_period [get_ports {clk}]

set non_clock_inputs [all_inputs -no_clocks]
set_input_delay [expr $clk_period * $clk_io_pct] -clock clk0 $non_clock_inputs
set_output_delay [expr $clk_period * $clk_io_pct] -clock clk0 [all_outputs]

===== design/flow/design.v =====
module counter(
    input logic clk,
    input logic rst,
    input logic up,
    output reg [3:0] dout
);
    always_ff @(posedge clk, posedge rst) begin
        if(rst == 1'b1)
            dout <= 4'b0;
        else  begin
            if(up) dout <= dout + 1;
            else dout <= dout - 1;
        end
    end
endmodule

===== design/flow/run.sh =====
#!/bin/bash
# OpenROAD 26Q1-2900-gdf79404cd8, Yosys 0.63+post, stock flow scripts
make -C /OpenROAD-flow-scripts/flow DESIGN_CONFIG=/design/flow/config.mk WORK_HOME=/design/flow/orfs finish

==> out/summary.txt <==
Via Count: 137
RSZ-0062 raised after global routing: false
achievable frequency: 0.573 GHz
Std-Cell Rows: 21
clock sinks: 4
clock root cell: sky130_fd_sc_hd__clkbuf_4
post-cts resize count: 0
Max VDD drop: 0.127 mV
wire length of the first global-routing pass: 731 um
cell type contributing the most total cell area after synthesis: sky130_fd_sc_hd__dfrtp_1
maximum capacitance violations: 0
Setup crit end kind: register
Hold Buf Count CTS: 0
num ports: 7
internal cell power: 205 uW
DRC violation count after routing: 0
clock transition at the registers of the reported paths: 0.04 ns
vias in the first global route: 147
register with the most flip-flops: dout
Post-CTS Setup Inserts: 0
vertical die dimension: 80 um
Worst-Skew Late Latency: 0.23 ns
Core Density at Floorplan: 5.82%
time the final worst path needs with I/O delays and setup: 1.75 ns
total cell area reported by yosys after synthesis: 199 um2
crit path DAT: 1.90 ns
Crit Path Class: in -> reg
Comb power frac: 39.5%
final clock period utilization by the worst path: 62.4%
utilization after layout: 9.93%
Setup Skew: 0.000328 ns
ys cells: 15
wire length per cell: 5.94 um
Commonest cells post-synth: sky130_fd_sc_hd__dfrtp_1, sky130_fd_sc_hd__inv_1, sky130_fd_sc_hd__ha_1, sky130_fd_sc_hd__xnor2_1
class of the tightest hold or removal check: in -> async
number of buffers added on ports: 6
global placement routability congestion: 0.748
final-report max-slew violation count: 0
share of post-route cells with drive strength above 1: 16.7%
Inserted Diodes: 0
Distinct lib cells used: 8
number of filler instances in the final layout: 406
Log Warnings: 25
largest registers: dout: 4 flops
flip-flops with a built-in enable: 0
initial antenna violation count: 0
Bufs on Longest Clock Path: 2
area share of and/or/nand/nor cells after synthesis: 0%
area of the mapped netlist: 199 um2
combinational gate area: 87.6 um2
area growth from synthesis to final layout: 70.4%
main flop type: sky130_fd_sc_hd__dfrtp_1
tally of yosys warning messages: 1
clock buffers created by TritonCTS: 3
global route overflow: 0
top-area cell type share of the netlist area: 50.3%
number of cells produced by synthesis: 15
overall track demand over capacity in global routing: 1.63%
crit path launch type: primary input
Area after DPL: 317 um2
largest net degree at the start of global routing: 5
relative contribution of sequential cells to total power: 35.3%
area fraction in compound gates: 8.18%
overall chip area: 6400 um2
outcome: complete, no violations
post-synthesis mux area share: 0%
x dimension of the die: 80 um
Slew @ Worst Pin: 0.184 ns
final setup violating endpoints: 0
XOR/XNOR share of the synthesized area: 13.2%
switching part of the total: 26.5%
sequential element share of the synthesized area: 50.3%
post-detailed-routing wire length: 416 um
share of power burned in the clock network: 25.2%
P per Cell Area: 822 nW/um2
worst hold slack after final layout: 0.512 ns
Synth async-reset ratio: 100%
CTS tree: done
relative slew slack: 87.6%
sw power: 73.8 uW
antenna-violating nets left: 0
share of synthesized cell area in full adder, half adder and majority cells: 22.6%
cell leakage power: 0.000141 uW
drt pass-1 iters: 2
Synth area leaders: sky130_fd_sc_hd__dfrtp_1, sky130_fd_sc_hd__ha_1, sky130_fd_sc_hd__fa_1, sky130_fd_sc_hd__xnor2_1, sky130_fd_sc_hd__inv_1
number of flip-flops under the largest register name: 4
most popular library cell in the synthesized design by count: sky130_fd_sc_hd__dfrtp_1
count of H-tree levels built during CTS: 1
vias per cell: 1.96
critical path peak fanout: 3
Seq. cell area: 100 um2
setup total negative slack: 0 ns
required arrival time at the worst endpoint: 2.96 ns
area of the core: 3420 um2
Final Hold Violation Tally: 0
flop and latch count out of synthesis: 4
mean cell area of the mapped netlist: 13.3 um2
post-layout instance area: 339 um2
starting DRC count in detailed routing: 2
largest non-sequential cell family by area: adder cells
[worst max-delay path, cell delays in order]
cell and delay [ns]:
sky130_fd_sc_hd__clkdlybuf4s50_1 0.50, sky130_fd_sc_hd__inv_1 0.10, sky130_fd_sc_hd__ha_1 0.30, sky130_fd_sc_hd__a21o_1 0.19, sky130_fd_sc_hd__a21oi_2 0.14, sky130_fd_sc_hd__xnor2_1 0.12
[area by class of cell]
type / count / share of cell area [%]
Inverter: 3 / 3.32
Timing Repair Buffer: 6 / 17.7
Clock buffer: 3 / 6.64
Tap cell: 46 / 17.0
Sequential cell: 4 / 29.5
Multi-Input combinational cell: 8 / 25.8
[cells by family (layout without fill, tap and decap cells)]
kind of cell    count (synthesis)  count (layout)
fa+ha+maj                       3               3
buf+inv                         3              12
xor+xnor                        3               3
compound gates                  2               2
flops                           4               4
[worst paths after layout]
check | from | to | slack [ns] | cells after the start
worst min register to register | dout[0] | dout[0] | 0.52 | 1
worst max-delay path | up | dout[3] | 1.05 | 6
min in group clk0 | dout[0] | dout[0] | 0.52 | 1
worst max register to register | dout[1] | dout[3] | 1.60 | 4
worst min-delay path | rst | dout[3] | 0.51 | 2
max in group asynchronous | rst | dout[0] | 2.14 | 2
[stage by stage]
stage	power [uW]	cells	setup slack [ns]
after floorplan	153	15	1.39
after global placement	210	67	0.826
after detailed placement	214	67	0.804
after CTS	287	70	1.05
after global routing	312	70	0.931
final	279	70	1.05
[metal layers]
metal | part of all wire, % | track usage [%] | wire length [um] | vias to the layer above
met5 | 0 | 0 | 0 | -
met4 | 0 | 0.176 | 0 | 0
li1 | - | - | - | 66
met3 | 31 | 2.84 | 129 | 0
met1 | 42 | 1.95 | 174 | 61
met2 | 27 | 1.20 | 112 | 10
[power groups by stage]
stage                 clock [uW]  combinational (uW)  sequential (uW)
after CTS                   73.8                 114             99.6
after global routing        77.7                 131              103
final                       70.3                 110             98.4
[cell usage in the layout (no fill, tap or decap)]
| cell type | count |
|---|---|
| sky130_fd_sc_hd__dfrtp_1 | 4 |
| sky130_fd_sc_hd__clkdlybuf4s50_1 | 6 |
| sky130_fd_sc_hd__fa_1 | 1 |
| sky130_fd_sc_hd__xor2_1 | 1 |
| sky130_fd_sc_hd__xnor2_1 | 2 |
| sky130_fd_sc_hd__a21o_1 | 1 |
| sky130_fd_sc_hd__inv_1 | 3 |
| sky130_fd_sc_hd__ha_1 | 2 |
| sky130_fd_sc_hd__clkbuf_4 | 3 |
| sky130_fd_sc_hd__a21oi_2 | 1 |
Power figures rest on the tool's default switching activity, not on a simulated workload.
