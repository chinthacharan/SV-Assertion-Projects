**/design/flow/run.sh**
```bash
#!/bin/bash
# OpenROAD 26Q1-2900-gdf79404cd8, Yosys 0.63+post, stock flow scripts
make -C /OpenROAD-flow-scripts/flow DESIGN_CONFIG=/design/flow/config.mk WORK_HOME=/design/flow/orfs finish
```
**/design/flow/config.mk**
```make
export PLATFORM = sky130hd
export DESIGN_NAME = adder
export DESIGN_NICKNAME = adder
export VERILOG_FILES = /design/flow/design.v
export SDC_FILE = /design/flow/constraint.sdc
export NUM_CORES = 4
export LEC_CHECK = 1
export CORE_AREA = 10 10 70 70
export DIE_AREA = 0 0 80 80
```
**/design/flow/constraint.sdc**
```tcl
current_design adder

set clk_period 3.2
set clk_io_pct 0.2

create_clock -name clk0 -period $clk_period

set non_clock_inputs [all_inputs -no_clocks]
set_input_delay [expr $clk_period * $clk_io_pct] -clock clk0 $non_clock_inputs
set_output_delay [expr $clk_period * $clk_io_pct] -clock clk0 [all_outputs]
```
**/design/flow/design.v**
```verilog
module adder(
    input logic [3:0] a, b,
    output logic [4:0] y
);
    assign y = a + b;
endmodule
```
==> flow_summary.toml <==
# generated from flow reports
[yosys]
yosysWarnings = 0
yosys_cells = 16
syn_area_um2 = 136
synth-seq-area-share = 0
synthDistinctLibCells = 9
synthCells = 16
ys_area_um2 = 136
syn_area_per_cell_um2 = 8.52

[cts]
hold_buffers = 0

[final_timing]
fmax_mhz = 326
final_max_slew_viol_count = 0
final.setup.tns_ps = 0
holdWs_ps = 2360
min_period_ps = 3070
finalHoldViolations = 0
rsz0062_at_grt = "no"
finalSetupViolCount = 0
finalClockPeriodUsage = 0.958
slew-limit-headroom = 0.908
worstMarginPinSlew_ps = 137

[grt]
grt_antenna_before_repair = 0
grtUsageMet3 = 0.0114
grt_max_degree = 4
grt_usage = 0.0173
grt_use_met1 = 0.0251
grt_pass1_wl_um = 910
met2_usage = 0.0217
grt_pass1_vias = 174
gr-total-overflow = 0
busiest_layer = "met1"

[power]
cellPowerDensity_mw_per_mm2 = 146
p_total_uw = 49.2
cellLeakagePower_nw = 0.132
peakVddDrop_uv = 18.1

[detailed_routing]
via_count = 159
wl_per_cell_um = 7.30
dr.pass1.iters = 2
antenna-diode-count = 0
antenna_left = 0
drt_first_iter_violations = 1
routed_wl_um = 555
viasPerCell = 2.09
drc = 0

[status]
status = "completed"

[layout]
layout_top_cell = "clkdlybuf4s50_1"
instances_no_fill = 76
seq_cells = 0
fillCellCount = 408
seq_area_um2 = 0
nClkBuffers = 0
drive_above_1_share = 0.133
syn2layout_area_growth_pct = 147
final_cell_mix = "clkdlybuf4s50_1, inv_1, ha_1"

[floorplanning]
ioPinCount = 13
dieArea_mm2 = 0.00640
die_x_um = 80
fp_util = 0.0399
rows = 21
chipHeight_um = 80
core_mm2 = 0.00342

[job]
drv_cap = 0
warnings = 32

[setup_path]
cp_data_arrival_time_ps = 2430
cp.required_ps = 2560
start_kind = "input pin"
path_class = "in -> out"
worstPathMaxFanout = 2
critPathCaptureType = "primary output"

[placement]
place_inst = 75
io_buffers = 13
place_congestion = 0.751

[worst_hold_path]
worst_hold_path_type = "in -> out"
[cells in the mapped netlist (all sizes together)]
library cell  n  area, um^2
fa            1        20.0
inv           4        15.0
a21o          1        7.51
xnor2         2        17.5
o21ai         1        5.00
nor2b         1        6.26
ha            4        50.1
a21oi         1        8.76
nand2b        1        6.26
[cell families (layout without fill, tap and decap cells)]
kind of cell,Yosys count,after routing,share of synthesized area
simple gates,2,2,0.0918
xor+xnor,2,2,0.128
compound gates,3,3,0.156
buf+inv,4,18,0.110
fa+ha+maj,5,5,0.514
[layout make-up]
class / instances / area [um^2] / area share
tap: 46 / 57.6 / 0.171
inverter: 4 / 15.0 / 0.0446
timing repair buffer: 14 / 138 / 0.409
multi-input combinational: 12 / 126 / 0.375
[stage by stage]
stage	cell area, um^2	util	setup WS, ps
after detailed placement	324	0.0949	61.4
after global placement	324	0.0949	51.4
final	337	0.0985	133
after CTS	324	0.0949	55.4
after floorplan	136	-	1130
after global routing	337	0.0985	2.36
[final timing paths]
check / start / end / slack [ps] / depth (start not counted)
setup / recovery: b[0] / y[4] / 130 / 8
hold / removal: a[0] / y[0] / 2360 / 3
[power breakdown]
part	total, mW	internal (mW)	switching [mW]
Combinational	0.0492	0.0349	0.0143
Sequential	0	0	0
Clock	0	0	0
[critical path, stage by stage]
cell	delay, ps
clkdlybuf4s50_1	490
ha_2	180
inv_1	50
fa_2	340
nor2b_1	120
o21ai_1	70
nand2b_1	70
clkdlybuf4s50_1	470
[per-layer routing]
| layer | wire (um) | up-vias |
|---|---|---|
| met5 | 0 | - |
| met4 | 0 | 0 |
| met3 | 98 | 0 |
| met2 | 186 | 11 |
| met1 | 271 | 69 |
| li1 | - | 79 |
[what timing repair did]
| item | CTS | global route |
|---|---|---|
| endpoints found under the setup margin | 0 | 1 |
| resized | 0 | 3 |
| hold endpoints to repair | 0 | 0 |
| buffers inserted | 0 | 1 |
